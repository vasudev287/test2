File: config.mk
export PLATFORM = sky130hd
export DESIGN_NAME = min_finder
export DESIGN_NICKNAME = min_finder
export VERILOG_FILES = /design/flow/design.v
export SDC_FILE = /design/flow/constraint.sdc
export NUM_CORES = 4
export LEC_CHECK = 1
export CORE_UTILIZATION = 40
File: constraint.sdc
current_design min_finder

set clk_period 16.6
set clk_io_pct 0.2

create_clock -name clk0 -period $clk_period [get_ports {clk}]

set non_clock_inputs [all_inputs -no_clocks]
set_input_delay [expr $clk_period * $clk_io_pct] -clock clk0 $non_clock_inputs
set_output_delay [expr $clk_period * $clk_io_pct] -clock clk0 [all_outputs]
File: design.v
module min_finder(
	input clk,enable,
	input int ED_in, node_in,
	output int min1_node,min2_node,min1_ED,min2_ED);          
int unsigned min1_node_temp,min2_node_temp='1;
int unsigned min1_ED_temp,min2_ED_temp='1;        
always@(posedge clk)    
begin  
	if(enable) 
	begin      
	if (ED_in < min1_ED_temp)     
		begin  
		min2_ED_temp=min1_ED_temp; 
		min2_node_temp=min1_node_temp;
		min1_ED_temp=ED_in;
		min1_node_temp=node_in;	            	         
		end   
	else if (ED_in == min1_ED_temp)     
		begin
		min2_ED_temp=ED_in;
		min2_node_temp=node_in;
		end  
	else if (ED_in < min2_ED_temp)
		begin
		min2_ED_temp=ED_in; 
		min2_node_temp=node_in;		         
		end 
	else if (ED_in == min2_ED_temp)
		begin
		min2_ED_temp=ED_in; 
		min2_node_temp=node_in;		         
		end    
	min1_node=min1_node_temp;
	min2_node=min2_node_temp;
	min1_ED=min1_ED_temp;    
	min2_ED=min2_ED_temp;      
	end        
	else  
	{min1_ED_temp,min2_ED_temp,min1_node_temp,min2_node_temp} ='1;               
end     
endmodule        
File: run.sh
#!/bin/bash
# OpenROAD 26Q1-2900-gdf79404cd8, Yosys 0.63+post, stock flow scripts
make -C /OpenROAD-flow-scripts/flow DESIGN_CONFIG=/design/flow/config.mk WORK_HOME=/design/flow/orfs finish
==> ci_impl_report.md <==
### Flow metrics

| Metric | Value |
|---|---|
| Status | `complete, no violations` |
| Hold WC Path Type | `reg -> reg` |
| Die area | `28400 µm²` |
| Post-DR wirelength/cell | `15.5 µm` |
| Non-filler cells in the finished layout | `1495` |
| Cell Rows | `60` |
| GRT Total Usage | `0.172` |
| PD cells | `119 nW/µm²` |
| Inserted Diodes | `0` |
| Vias per inst | `4.88` |
| R2r worst-path depth | `11` |
| Chip Area, Yosys | `11100 µm²` |
| Syn Area/Cell | `12.2 µm²` |
| Final setup fails | `0` |
| CP startpoint kind | `input pin` |
| Detailed placement HPWL | `15500 µm` |
| Floorplan utilization | `0.409` |
| Skew final | `14.8 ps` |
| Dpl cells | `1441` |
| Vias post-DR | `7295` |
| CTS root buf | `clkbuf_16` |
| RSZ-0062 raised after global routing | `false` |
| Final Slew Violations | `0` |
| Flops & latches, synth | `256` |
| Vias in the first global route | `6895` |
| Syn Inst Count | `912` |
| Mapped cell area | `11100 µm²` |
| Post-cts sizing count | `0` |
| Worst Hold Launch | `min1_node_temp[6]` |
| AND-OR/OR-AND Cells, Area Fraction | `0.0984` |
| Longest Clk Path Bufs | `3` |
| CTS tree | `built` |
| Max_slew headroom | `0.513` |
| CP required | `17020 ps` |
| Sink Count | `256` |
| Pre-antenna DRT Iters | `4` |
| Fmax | `147 MHz` |
| Die width | `169 µm` |
| Max FO, Critical Path | `73` |
| Post-CTS setup buffers | `0` |
| Max IR drop VDD | `0.0000779 V` |
| Final Hold Viols | `0` |
| First-pass GRT wire length | `36900 µm` |
| Layout cells sized above 1 | `0.169` |
| Dominant logic cell type in the layout | `clkdlybuf4s50_1` |
| Reg-to-reg startpoint | `min1_ED_temp[7]` |
| Area grow syn2layout | `29.1%` |
| Clock latency on the worst-skew pair | `540 ps` |
| XORs/XNORs by Area | `0` |
| Post-DRT Antenna Nets | `0` |
| RD Place Congestion | `0.831` |
| Post-CTS Hold Fix Bufs | `0` |
| Vert. Die Dim | `169 µm` |
| Critical path class | `in -> reg` |
| Mux area share | `0.123` |
| Dominant kind of combinational cell | `multiplexers` |
| Total length of routed wires | `23200 µm` |
| CTS clk-pin slew, worst paths | `60 ps` |
| Hold slack final | `495 ps` |
| Min Clock Period, post-route | `6810 ps` |
| Crit. Startpoint | `ED_in[7]` |
| # Cells Yosys | `912` |
| Design Power | `1.71 mW` |
| Distinct lib cells | `32` |
| OpenROAD warnings | `25` |
| DRC | `0` |
| Adder share | `0.0722` |
| Largest net degree at the start of global routing | `74` |
| Fin util | `0.528` |
| Post-synth seq share | `0.578` |
| Initial antenna violation count | `1` |
| Setup TNS | `0 ps` |
| Hold Crit Depth | `2` |
| I/O Buffers | `193` |
| CTS H-tree lvls | `1` |
| Fin crit share | `0.410` |
| Data arrival, critical path | `7230 ps` |
| Total of max-cap violations | `0` |
| Most frequently placed logic cells in the final layout | `192 x clkdlybuf4s50_1, 128 x edfxtp_1, 128 x dfxtp_1` |
| Leakage | `6.20 nW` |
| Actual slew at the worst max-slew pin | `731 ps` |
| Overflow after GRT | `0` |
| Ys Warns | `1` |
| Io pins | `194` |
| DRT iter0 DRCs | `370` |
| Basic Gates by Area | `0.0831` |
| Core Region | `27100 µm²` |
| Crit end category | `flop` |
| Num CTS Buffers | `29` |
[synth_stat cells]
master | instances | area share
nand3_1 | 7 | 0.0032
clkbuf_1 | 19 | 0.0064
nor4_4 | 1 | 0.0019
nand2_1 | 74 | 0.025
or2_2 | 64 | 0.036
ha_1 | 64 | 0.072
a31oi_1 | 1 | 0.00056
edfxtp_1 | 128 | 0.35
and4_1 | 2 | 0.0016
mux2_2 | 64 | 0.065
nor4bb_1 | 1 | 0.00090
inv_1 | 64 | 0.022
a221o_1 | 2 | 0.0018
nor4_1 | 2 | 0.0011
a21oi_1 | 23 | 0.010
buf_2 | 12 | 0.0054
a21o_1 | 4 | 0.0027
o211ai_1 | 67 | 0.045
buf_6 | 3 | 0.0030
or3_1 | 2 | 0.0011
nor3_1 | 2 | 0.00090
nor2b_1 | 3 | 0.0017
dfxtp_1 | 128 | 0.23
nor2_1 | 5 | 0.0017
a32oi_1 | 1 | 0.00079
nand4_1 | 14 | 0.0079
a221oi_1 | 2 | 0.0016
o31a_1 | 2 | 0.0016
o21ai_0 | 70 | 0.032
buf_4 | 14 | 0.0095
mux2i_1 | 64 | 0.058
a211oi_1 | 3 | 0.0020
[through the flow]
| stage | area [µm²] | worst slack [ps] |
|---|---|---|
| finish | 14300 | 9790 |
| global route | 14300 | 9470 |
| CTS | 14300 | 9800 |
| detailed placement | 13300 | 9250 |
| global placement | 13300 | 9270 |
| floorplan | 11100 | 10800 |
[area by class of cell]
class                   count  area (µm²)
clock buffers              44         862
flip-flops and latches    256        6410
fillers                  2286       12800
clock inverters            10         134
well taps                 372         465
multi-input cells         544        4190
inverters                  64         240
repair buffers            205        2020
[sequential cells by signal, indices dropped and copies added, names as in the netlist]
register        count
min1_node          32
min2_ED            32
min2_ED_temp       32
min1_node_temp     32
min2_node_temp     32
min2_node          32
min1_ED_temp       32
min1_ED            32
[path summary, 6_finish.rpt]
check	to	slack, ps
worst min-delay path	min2_node_temp[6]	500
worst max-delay path	min1_node_temp[2]	9790
worst max register to register	min1_node_temp[2]	12670
worst min register to register	min2_node_temp[6]	500
[cell families after synthesis]
kind of cell | after synthesis
simple gates | 177
flops | 256
compound gates | 175
mux | 128
fa+ha+maj | 64
buf+inv | 112
[worst max-delay path, stage by stage]
cell and delay (ps):
clkdlybuf4s50_1 480, ha_1 360, a21oi_1 140, o21ai_0 160
a221o_1 380, o31a_1 280, nor4_4 340, buf_4 420
buf_4 630, mux2_2 420, or2_2 270
[report_power, final]
part,leakage [nW],switching [mW],internal (mW)
combinational,3.44,0.132,0.153
sequential,2.28,0.0259,0.744
clock,0.488,0.250,0.403
total,6.20,0.407,1.30
[routing by layer]
layer / vias to the layer above / share of wire / track usage / wire length, µm
li1: 3689 / - / - / -
met5: - / 0.00047 / 0 / 11
met3: 27 / 0.055 / 0.0360 / 1290
met2: 171 / 0.46 / 0.259 / 10800
met1: 3406 / 0.47 / 0.278 / 10900
met4: 2 / 0.013 / 0.0217 / 304
No activity file was given, so power comes from the tool's default toggle rates.
