[constraint.sdc]
current_design upcounter

set clk_period 5.3
set clk_io_pct 0.2

create_clock -name clk0 -period $clk_period [get_ports {clk}]

set non_clock_inputs [all_inputs -no_clocks]
set_input_delay [expr $clk_period * $clk_io_pct] -clock clk0 $non_clock_inputs
set_output_delay [expr $clk_period * $clk_io_pct] -clock clk0 [all_outputs]
[design.v]
module upcounter(
	input clk,load,enable,
	input int in1,
	output int out); 
int count; 
always_ff @(posedge clk)  
begin
if(load) 
begin 
out = in1;
end 
else if(enable)         
	begin	
	out=out+1;       
	end
end 
endmodule 
[run.sh]
#!/bin/bash
# OpenROAD 26Q1-2900-gdf79404cd8, Yosys 0.63+post, stock flow scripts
make -C /OpenROAD-flow-scripts/flow DESIGN_CONFIG=/design/flow/config.mk WORK_HOME=/design/flow/orfs finish
[config.mk]
export PLATFORM = sky130hd
export DESIGN_NAME = upcounter
export DESIGN_NICKNAME = upcounter
export VERILOG_FILES = /design/flow/design.v
export SDC_FILE = /design/flow/constraint.sdc
export NUM_CORES = 4
export LEC_CHECK = 1
export CORE_UTILIZATION = 30
==> impl_metrics.py <==
# Metrics from the implementation run
metrics = {
    "timing": {
        "period_used_pct": 47.1,
        "max_freq_mhz": 401,
        "drv_slew": 0,
        "skew_ns": 0.00922,
        "hold-worst-slack_ns": 0.714,
        "min_period_ns": 2.50,
        "layout_setup_ws_ns": 2.80,
        "relSlewSlack_pct": 48.0,
        "setup_viol": 0,
        "fin_setup_tns_ns": 0,
        "hold_viol": 0,
        "worst-slew-pin-transition_ns": 0.781,
        "rsz0062_at_grt": "no",
    },
    "critical_path": {
        "crit_required_ns": 5.33,
        "critical-path-slowest-cell": "clkinv_1",
        "path_buffers": 3,
        "cp-start-kind": "primary input",
        "cp_cell_sequence": "buf_2, buf_4, clkinv_1, mux2_2",
        "endpoint_kind": "register",
        "r2r_start": "out[0]$_DFFE_PP_",
        "crit_path_start": "load",
        "path_class": "in -> reg",
        "crit_fanout": 56,
        "cp.arrival_ns": 2.52,
        "cp_top_family": "buffers and inverters",
        "crit_path_max_incr_delay_ns": 0.53,
    },
    "detailed_routing": {
        "drt_iter0_markers": 110,
        "drc_errors": 0,
        "num_vias": 1852,
        "drt_pass1_iterations": 6,
        "via_per_inst": 5.20,
        "ant_nets": 0,
        "n_antenna_cell": 0,
        "wl_per_cell_um": 13.8,
        "finalWirelength_um": 4910,
    },
    "finish": {
        "drive_gt1_share_pct": 6.09,
        "layout_top_cells": "clkdlybuf4s50_1, nand2_1, edfxtp_1, o21ai_0, nor2_1",
        "stdcell_area_mm2": 0.00286,
        "fillers": 648,
        "largest_reg_flops": 32,
        "regArea_um2": 961,
        "final_util_pct": 44.2,
        "mi_logic_area_mm2": 0.00102,
        "final_common_cell": "clkdlybuf4s50_1",
        "syn_to_final_growth_pct": 39.5,
        "final_cells": 356,
    },
    "global_routing": {
        "antenna_found_initial": 0,
        "grtUsageTotal_pct": 14.3,
        "grt_pass1_wl_um": 7980,
        "grt_pass1_vias": 1689,
        "grt-ovfl-total": 0,
        "grt_max_degree": 57,
    },
    "cts": {
        "cts.htree.levels": 2,
        "cts_resized": 0,
        "cts.sinks": 32,
        "tritoncts": "yes",
        "worstSkewPairLatency_ns": 0.28,
        "path_clk_slew_ns": 0.07,
        "hold_buffers": 0,
        "root_buffer": "clkbuf_8",
        "cts_setup_buffers": 0,
        "cts.path.max_buffers": 2,
        "numCtsBuffers": 5,
    },
    "place": {
        "dpl_cell_area_mm2": 0.00277,
        "gp_congestion": 0.799,
        "port_buffers": 66,
        "dp.cells": 348,
        "dp_hpwl_um": 3420,
        "pre_cts_ws_ns": 2.53,
    },
    "die": {
        "core_mm2": 0.00646,
        "io_pins": 67,
        "rows": 29,
        "die_w_um": 84.6,
        "fp.dieH_um": 84.6,
        "chipArea_mm2": 0.00716,
        "fp_util_pct": 31.7,
    },
    "synth": {
        "async_flop_share_pct": 0,
        "ys_cells": 214,
        "yosys_warnings": 1,
        "ys.flops": 32,
        "ys_chip_area_mm2": 0.00205,
        "edf_count": 32,
        "ys_seq_share_pct": 46.9,
        "avgSynthCellArea_um2": 9.57,
        "netlist_area_mm2": 0.00205,
        "netlist_instances": 214,
        "synth_cell_type_count": 31,
        "ff_type": "edfxtp_1",
    },
    "outcome": {
        "status": "finished clean",
    },
    "pwr": {
        "p_per_area_mw_per_mm2": 238,
        "peakVddDrop_mv": 0.0952,
        "power.total_mw": 0.680,
        "leakagePower_nw": 0.924,
    },
    "flow_run": {
        "warning_count": 25,
        "drv_cap": 0,
    },
    "hold_path": {
        "hold_path_class": "reg -> reg",
        "hold_start": "out[0]$_DFFE_PP_",
    },
}
-- synth_stat cells (all sizes together) (3+ instances only) --
| library cell | count | area (µm²) |
|---|---|---|
| nor2b | 7 | 43.8 |
| o21ai | 17 | 85.1 |
| nand2 | 33 | 124 |
| or4 | 11 | 82.6 |
| nor4 | 9 | 62.6 |
| a31oi | 8 | 50.1 |
| nor3 | 7 | 35.0 |
| nor2 | 13 | 48.8 |
| inv | 3 | 11.3 |
| o31ai | 7 | 52.6 |
| mux2i | 7 | 70.1 |
| xnor2 | 10 | 87.6 |
| edfxtp | 32 | 961 |
| xor2 | 3 | 26.3 |
| nand4 | 10 | 83.8 |
| a22oi | 4 | 30.0 |
| nand3 | 10 | 50.1 |
| clkbuf | 11 | 43.8 |
-- routing by layer --
metal  vias to the layer above  share of wire [%]  GRT usage [%]
met5                         -                  0              0
met4                         0               0.75           1.39
met3                         5                5.2           3.09
met2                        58                 44           20.6
met1                       845                 50           23.9
li1                        944                  -              -
-- path summary, 6_finish.rpt --
path,slack (ns),cells after the start,to
worst max-delay path,2.80,4,out[14]$_DFFE_PP_
worst min-delay path,0.71,1,out[0]$_DFFE_PP_
worst max register to register,2.84,5,out[28]$_DFFE_PP_
worst min register to register,0.71,1,out[0]$_DFFE_PP_
-- where the power goes --
part / switching, mW / internal (mW) / total, mW
combinational: 0.0492 / 0.0956 / 0.145
clock: 0.0879 / 0.0890 / 0.177
sequential: 0.0434 / 0.315 / 0.359
-- logic make-up (layout without fill, tap and decap cells) --
family,Yosys count,in the layout,share of synthesized area [%]
flip-flops,32,32,46.9
multiplexers,9,9,4.52
XOR/XNOR,13,13,5.56
AND/OR/NAND/NOR,105,105,27.7
AND-OR/OR-AND,38,38,11.6
buffers and inverters,16,81,3.11
adder cells (fa/ha/maj),1,1,0.611
-- cell type report --
cell class	instances	share of cell area (%)
tap	77	3.37
timing repair buffer	69	23.7
clock inverter	3	0.482
inverter	4	0.526
sequential	32	33.6
clock buffer	5	2.41
multi-input combinational	166	35.8
Power is estimated from default activity; no workload was simulated.
